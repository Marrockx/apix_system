`design/flow/run.sh`:
```
#!/bin/bash
# OpenROAD 26Q1-2900-gdf79404cd8, Yosys 0.63+post, stock flow scripts
make -C /OpenROAD-flow-scripts/flow DESIGN_CONFIG=/design/flow/config.mk WORK_HOME=/design/flow/orfs finish
```
`design/flow/config.mk`:
```
export PLATFORM = sky130hd
export DESIGN_NAME = display_system
export DESIGN_NICKNAME = display_system
export VERILOG_FILES = /design/flow/design.v
export SDC_FILE = /design/flow/constraint.sdc
export NUM_CORES = 4
export LEC_CHECK = 1
export CORE_UTILIZATION = 50
```
`design/flow/constraint.sdc`:
```
current_design display_system

set clk_period 3.0
set clk_io_pct 0.2

create_clock -name clk0 -period $clk_period [get_ports {clk}]

set non_clock_inputs [all_inputs -no_clocks]
set_input_delay [expr $clk_period * $clk_io_pct] -clock clk0 $non_clock_inputs
set_output_delay [expr $clk_period * $clk_io_pct] -clock clk0 [all_outputs]
```
`design/flow/design.v`:
```
`timescale 1ns / 1ps
module display_system (
    input wire clk,              
    input wire reset,            
    input wire [23:0] pixel_data,  
    output reg [7:0] r,          
    output reg [7:0] g,          
    output reg [7:0] b,          
    output reg hsync,            
    output reg vsync             
);
    reg [10:0] h_count;
    reg [9:0] v_count;
    localparam H_TOTAL = 800;
    localparam H_DISPLAY = 640;
    localparam H_FRONT_PORCH = 16;
    localparam H_SYNC_PULSE = 96;
    localparam V_TOTAL = 525;
    localparam V_DISPLAY = 480;
    localparam V_FRONT_PORCH = 10;
    localparam V_SYNC_PULSE = 2;
    always @(posedge clk or posedge reset) begin
        if (reset) begin
            h_count <= 0;
            v_count <= 0;
            hsync <= 1;
            vsync <= 1;
        end else begin
            if (h_count < H_TOTAL - 1) begin
                h_count <= h_count + 1;
            end else begin
                h_count <= 0;
                if (v_count < V_TOTAL - 1) begin
                    v_count <= v_count + 1;
                end else begin
                    v_count <= 0;
                end
            end
            if (h_count < H_SYNC_PULSE) begin
                hsync <= 0;
            end else begin
                hsync <= 1;
            end
            if (v_count < V_SYNC_PULSE) begin
                vsync <= 0;
            end else begin
                vsync <= 1;
            end
            if (h_count < H_DISPLAY && v_count < V_DISPLAY) begin
                r <= pixel_data[23:16];  
                g <= pixel_data[15:8];   
                b <= pixel_data[7:0];    
            end else begin
                r <= 0;
                g <= 0;
                b <= 0;
            end
        end
    end
endmodule
```
==> run summary <==
Summary of the current implementation state.

- The timing report shows that the slowest cell on the worst path is sky130_fd_sc_hd__or4_1.
- The register area share after synthesis is 0.644, for reference.
- In this build the clock could be raised as far as slightly below 500 MHz.
- The leakage component of the power was reported as roughly 1.1 nW.
- The die outline width is roughly 66 um, for reference.
- For the pin with the worst max-slew slack, the measured transition is around 0.57 ns.
- The average cell area after synthesis is between 10 and 15 um2, for reference.
- The number of global-route vias before repair is about 1,400.
- The count of instantiated cells in the yosys netlist is between 150 and 200, for reference.
- The clock period could shrink to 2.02 ns.
- The power density over the cells is between 500 and 600 nW/um2, for reference.
- The first global-routing pass estimated approximately 6000 um of wire.
- The placeable core area is about 3800 um2, for reference.
- The area share of the leading cell type in the synthesized netlist is 0.357, for reference.
- The switching power as a share of total power is 0.239, for reference.
- The most frequent cell on the critical path is sky130_fd_sc_hd__or4_1, for reference.
- Internal power comes to roughly 1 mW.
- The clock net in this run drives a total of 47 sinks.
- The routed layout reports a DRC error count of 0.
- Checking hold timing, the worst path is listed with class register to register.
- The worst path buffer plus inverter count is 0, for reference.
- The count of maximum capacitance violations is 0, for reference.
- Counting the warning lines in the Yosys log gives 1.
- The number of storage elements in the synthesis netlist is around 47, for reference.
- Summed over all nets, the half-perimeter wirelength after detailed placement is ~2500 um.
- The total inserted antenna cells is 0, for reference.
- The global routing report lists combined usage of all routing layers as 0.199.
- The DRC marker count from the first detailed-route iteration is 90, for reference.
- The area added between synthesis and finish is 32.1%, for reference.
- The wire length reported by the detailed router is 3600 um, for reference.
- The tally of OpenROAD warnings is 26, for reference.
- The largest total area in the synthesized netlist belongs to sky130_fd_sc_hd__edfxtp_1.
- The total placed cells including tap cells is approximately 260, for reference.
- In this run the post-CTS setup repair buffer count came out at 0.
- Counting only logic cells after layout, the most numerous master is sky130_fd_sc_hd__clkdlybuf4s50_1.
- Per the final layout report, the fraction of cells sized above drive strength 1 comes to 0.0691.
- The vertical die size is between 60 and 70 um, for reference.
- The required time at the worst-slack endpoint is around 3.2 ns, for reference.
- At the floorplan stage, the core utilization is reported as 0.535.
- The row count is 22, for reference.
- The chip area line of the yosys report is between 2000 and 2500 um2, for reference.
- Walking the worst path, the cells encountered are or4_1 -> o21a_1 -> or4_1 -> o211ai_2.
- The report shows a maximum critical-path fanout of 11.
- In the finished design, the share of the clock period the worst path needs comes to 0.673.
- In this run the tightest slew margin relative to its limit is 0.622.
- The report puts the hold buffer count at CTS at 0.
- Yosys attributes the largest share of cell area to sky130_fd_sc_hd__edfxtp_1 36%, sky130_fd_sc_hd__dfrtp_1 26%, sky130_fd_sc_hd__and2_1 8.4%.
- The switching power is roughly 0.32 mW, for reference.
- The delay of the slowest cell on the worst path is roughly 0.56 ns, for reference.
- The share of flip-flops with an asynchronous set or reset after synthesis is 0.489, for reference.
- The share of total power in the clock network is 0.264, for reference.
- The commonest register cell after synthesis is sky130_fd_sc_hd__edfxtp_1, for reference.
- The clock buffer count from CTS is 5, for reference.
- Per the detail_route report, routed wire per instance is about 14 um.
- After clock tree synthesis, the clock-pin slew on the worst setup and hold paths is roughly 0.080 ns.
- The CTS tree is done, for reference.
- Dividing the detail-routed via count by the number of cells gives approximately 5.3.
- The critical path data arrival time is 2.24 ns, for reference.
- CTS built an H-tree with a depth of 2.
- Clock latency on the worst-skew pair, taken at its later pin, is around 0.29 ns.
- After the flow finishes, the layout carries non-filler instances totaling between 200 and 300.
- Setup total negative slack on the finished layout was measured at 0 ns.
- The number of flops mapped to enable cells by yosys is 24, for reference.
- The quantity of I/O buffers inserted on ports is 51, for reference.
- The first detailed-routing pass ran for 6 iterations.
- Setup repair after global routing left no endpoint under its margin.
- At the end of routability-driven placement, the weighted congestion stood at 0.871.
- The element type at the critical path start is a register, for reference.
- The count of nets left with antenna violations once routing finished came out at 0.
- The area of the mapped netlist is 2020 um2, for reference.
- In the final report, the number of endpoints failing setup comes to 0.
- The kind of critical path is register to register, for reference.
- Broken down by cell family, the worst path's largest delay share belongs to simple AND/OR/NAND/NOR gates.
- The floorplan report gives the top-level pin count as ~52.
- The total via count in the routed design is between 1,000 and 1,500, for reference.
- The most common logic cells in the final layout are 51 x sky130_fd_sc_hd__clkdlybuf4s50_1, 27 x sky130_fd_sc_hd__and2_1, 24 x sky130_fd_sc_hd__edfxtp_1.
- The power report attributes to the combinational group a share of 0.145.
- The relative contribution of sequential cells to total power is 0.591, for reference.
- The number of antenna violations at the first check in global routing is 0, for reference.
- In this run the full chip footprint comes out at 4290 um2.
- Entering global routing, the biggest net connects 48 pins.
- The run finished with clean final reports.
- The design draws ~1.3 mW.
- The final number of max-transition violations is 0, for reference.
- The longest clock path from root to sink contains 2 buffers.
- In the final run the clock tree shows a worst skew of about 0.0074 ns.
- The number of instances in the synthesized netlist is ~160, for reference.
- The count of distinct cell types in the synthesized netlist is 36, for reference.
- Recorded from the global router log, the overflow total was 0.
- The endpoint type of the worst setup path is a register, for reference.
- The number of gates resized after CTS was 0.
- For reference, the final report shows the hold violation count at 0.
- The clock tree root buffer cell is sky130_fd_sc_hd__clkbuf_8, for reference.
- The worst VDD IR drop from the latest analysis is approximately 0.00034 V.
## worst paths after layout
check                            from         end  slack [ns]  depth (start not counted)
max                        v_count[4]  v_count[3]        0.98                          4
min                        h_count[0]  h_count[0]        0.48                          1
max reg2reg                v_count[4]  v_count[3]        0.98                          4
min reg2reg                h_count[0]  h_count[0]        0.48                          1
max in group asynchronous       reset       vsync        1.83                          3
min in group asynchronous       reset  v_count[8]        0.78                          3
## cells by family after synthesis
logic type	share of synthesized area
adders and majority gates	0.0124
muxes	0.00558
other	0.00186
xor gates and xnor gates	0.0304
DFF	0.644
AOI/OAI and AO/OA	0.0825
buffers and inverters	0.0136
and+or+nand+nor	0.210
## power by group through the flow
stage         Combinational (mW)  Sequential [mW]  Clock [mW]
CTS                        0.194            0.787       0.366
global route               0.215            0.797       0.397
finish                     0.193            0.789       0.353
## Yosys cell counts (all sizes together) (2+ instances only)
cell	number
o21ai	7
dfrtp	21
clkbuf	4
edfxtp	24
a22o	6
nand2	8
nor4	2
inv	2
nand4	2
dfstp	2
ha	2
xor2	5
and2	27
and3	7
xnor2	2
nor2	13
nand3	5
or4	2
nor2b	3
nor3	2
## worst reg2reg max path, delay by kind of cell (launching register included)
kind | cells | cell delay [ns]
compound gates | 2 | 0.41
flops | 1 | 0.43
simple gates | 2 | 1.10
## cell type report
cell class              instances  area, um2
flip-flops and latches         47       1300
fillers                       255       1110
multi-input cells             107        692
repair buffers                 53        526
clock buffers                   6       72.6
well taps                      48       60.1
clock inverters                 2       8.76
inverters                       2       7.51
## routing by layer
layer  track usage  vias to the layer above  wire length (um)
met4        0.0272                        0                51
met3        0.0616                        5               272
met2         0.271                       50              1570
met5             0                        -                 0
met1         0.353                      666              1700
li1              -                      683                 -
## registers in the layout, indices dropped and copies added, names as in the netlist
name,flops
g,8
v_count,10
r,8
b,8
hsync,1
vsync,1
h_count,11
## through the flow
| stage | hold WS, ns | instance area (um2) | util | setup slack [ns] |
|---|---|---|---|---|
| 3_5_place_dp | 0.470 | 2580 | 0.685 | 1.03 |
| 2_1_floorplan | 0.448 | 2020 | - | 1.05 |
| 6_report | 0.482 | 2670 | 0.707 | 0.981 |
| 3_3_place_gp | 0.465 | 2580 | 0.685 | 1.07 |
| 5_1_grt | 0.505 | 2670 | 0.707 | 0.915 |
| 4_1_cts | 0.480 | 2670 | 0.707 | 0.998 |
No activity file was given, so power comes from the tool's default toggle rates.
