**/design/flow/run.sh**
```bash
#!/bin/bash
# OpenROAD 26Q1-2900-gdf79404cd8, Yosys 0.63+post, stock flow scripts
make -C /OpenROAD-flow-scripts/flow DESIGN_CONFIG=/design/flow/config.mk WORK_HOME=/design/flow/orfs finish
```
**/design/flow/config.mk**
```make
export PLATFORM = sky130hd
export DESIGN_NAME = apix_transmitter
export DESIGN_NICKNAME = apix_transmitter
export VERILOG_FILES = /design/flow/design.v
export SDC_FILE = /design/flow/constraint.sdc
export NUM_CORES = 4
export LEC_CHECK = 1
export CORE_UTILIZATION = 50
```
**/design/flow/constraint.sdc**
```tcl
current_design apix_transmitter

set clk_period 3.8
set clk_io_pct 0.2

create_clock -name clk0 -period $clk_period [get_ports {clk}]

set non_clock_inputs [all_inputs -no_clocks]
set_input_delay [expr $clk_period * $clk_io_pct] -clock clk0 $non_clock_inputs
set_output_delay [expr $clk_period * $clk_io_pct] -clock clk0 [all_outputs]
```
**/design/flow/design.v**
```verilog
module apix_transmitter (
    input wire        clk,          
    input wire        rst_n,        
    input wire [23:0] pixel_data,   
    input wire        pixel_valid,  
    output reg        apix_data,    
    output wire       apix_clk      
);
    reg [31:0] frame_counter;        
    reg [15:0] line_counter;         
    reg [7:0]  crc;                  
    reg [23:0] pixel_buffer;         
    reg [7:0]  serdes_data;          
    reg [2:0]  serdes_counter;       
    reg        data_ready;           
    localparam IDLE = 2'b00, SYNC = 2'b01, DATA = 2'b10, CRC = 2'b11;
    reg [1:0]  state, next_state;
    assign apix_clk = clk;
    always @(posedge clk or negedge rst_n) begin
        if (!rst_n) begin
            state <= IDLE;
            frame_counter <= 0;
            line_counter <= 0;
            crc <= 8'h00;
            serdes_counter <= 0;
            data_ready <= 0;
        end else begin
            state <= next_state;
            if (state == SYNC) begin
                frame_counter <= frame_counter + 1;
                line_counter <= 0;
            end else if (state == DATA && pixel_valid) begin
                line_counter <= line_counter + 1;
            end
            if (state == DATA && pixel_valid) begin
                crc <= crc ^ pixel_data[7:0] ^ pixel_data[15:8] ^ pixel_data[23:16];
                pixel_buffer <= pixel_data;
            end
            if (serdes_counter == 3'b111) begin
                serdes_counter <= 0;
                data_ready <= 1;  
            end else begin
                serdes_counter <= serdes_counter + 1;
                data_ready <= 0;
            end
        end
    end
    always @(*) begin
        case (state)
            IDLE: next_state = (pixel_valid) ? SYNC : IDLE;
            SYNC: next_state = DATA;
            DATA: next_state = (line_counter == 1079) ? CRC : DATA;  
            CRC:  next_state = IDLE;  
            default: next_state = IDLE;
        endcase
    end
    always @(*) begin
        case (state)
            SYNC: serdes_data = 8'hFF;  
            DATA: begin
                case (serdes_counter)
                    3'b000: serdes_data = pixel_buffer[23:16];  
                    3'b001: serdes_data = pixel_buffer[15:8];   
                    3'b010: serdes_data = pixel_buffer[7:0];    
                    default: serdes_data = 8'h00;  
                endcase
            end
            CRC:  serdes_data = crc;  
            default: serdes_data = 8'h00;
        endcase
    end
    always @(posedge clk or negedge rst_n) begin
        if (!rst_n) begin
            apix_data <= 0;
        end else if (data_ready) begin
            apix_data <= serdes_data[serdes_counter];  
        end
    end
endmodule
```
==> job_summary.md <==
### Flow metrics

| Metric | Value |
|---|---|
| CTS tree | `done` |
| Pins Over Slew Limit | `0` |
| Max-Cap Viols | `0` |
| Post-DP HPWL | `about 2.9 mm` |
| Multi-input gate area | `968.4 sq um` |
| Unrepaired setup endpoints after global routing | `no` |
| FP Util | `53.22%` |
| CP required | `slightly above 3000 ps` |
| Worst Path Max Fanout | `2` |
| Number of OpenROAD warnings | `30` |
| Vias in the first global route | `around 1.7k` |
| Die Span X | `about 71 microns` |
| Critical Path Sink Type | `primary output` |
| Tightest Pin Transition | `~840 ps` |
| # diodes | `0` |
| Peak supply drop | `~260 uV` |
| Core Area | `4474 sq um` |
| 1st-pass router iterations | `15` |
| Cts hold-fix bufs | `0` |
| Ys flops | `51` |
| Skew final | `roughly 3.8 ps` |
| Largest net degree at the start of global routing | `34` |
| FF+latch area | `1368 sq um` |
| Global-route wire length before repair | `roughly 7.6 mm` |
| Yosys cell count | `between 150 and 200` |
| Syn Area/Cell | `12.03 sq um` |
| Commonest Layout Cell | `dfrtp_1` |
| PD cells | `357.3 nW/um^2` |
| Status | `finished, final reports clean` |
| Grt total ovfl | `0` |
| Worst setup SP type | `clock port` |
| Critical path arrival | `about 2500 ps` |
| Hold WC Path Type | `reg2reg` |
| Setup bufs post-CTS | `0` |
| DR iter-0 viols | `119` |
| IO buf count | `28` |
| Clk pwr share | `38.1%` |
| Die height | `a little over 70 microns` |
| GRT Resource Usage Total | `roughly a fifth` |
| Layout cells sized above 1 | `under 10%` |
| Yosys Warn Count | `1` |
| Finished layout cell area | `about 2800 sq um` |
| Net Sw Power | `194.9 uW` |
| Sw Share | `just under 20%` |
| Remaining antenna violation count | `0` |
| Yosys stat chip area | `about 2400 sq um` |
| Normalized max-slew margin | `about 44%` |
| Late-Pin Clk Latency | `around 400 ps` |
| I/O pin cnt | `29` |
| Static Leakage | `around 0.0013 uW` |
| Post-synthesis cell type count | `39` |
| Crit Path Class | `clk2out` |
| Synth Seq Share | `a little under three fifths` |
| Area post-placement | `2711 sq um` |
| Die ar. | `approximately 5000 sq um` |
| Mapped cell area | `roughly 2400 sq um` |
| Internal power | `817.6 uW` |
| # rows | `24` |
| Area Overhead vs Synth | `19.02%` |
| # DRC | `0` |
| Fin. Hold Viols | `0` |
| Vias | `around 1.6k` |
| Mapped Cells | `approximately 200` |
| Initial antenna violation count | `0` |
| Reg clk slew, reported paths | `roughly 80 ps` |
| WL/cell | `between 10 and 15 microns` |
| Top cells excl fill/tap | `dfrtp_1, clkdlybuf4s50_1, nor2_1, xor2_1, edfxtp_1` |
| WL final | `~4.1 mm` |
| Setup TNS Final | `0 ps` |
| GP Congestion | `a little under 1` |
| Drt via density | `5.575` |
| Final setup viols | `0` |
| Fill cell count | `about 350` |
| Gate power share | `5.7%` |
| Flop pwr share | `a little under three fifths` |
| Post-cts repair resize count | `0` |
state kept, by name (all words and copies together) (netlist names):
register / count
pixel_buffer: 18
line_counter: 16
crc: 8
state: 4
serdes_counter: 3
apix_data: 1
data_ready: 1
layer usage:
| metal | global-route usage [%] | share of wire [%] | vias to the layer above | wire length, microns |
|---|---|---|---|---|
| li1 | - | - | 773 | - |
| met1 | 30.93 | 44 | 770 | 1826 |
| met2 | 33.33 | 50 | 37 | 2056 |
| met3 | 3.757 | 4.6 | 9 | 190 |
| met4 | 3.333 | 1.6 | 0 | 65 |
| met5 | 0 | 0 | - | 0 |
cell families after synthesis:
logic type	synth area share, %
and+or+nand+nor	14.56
DFF	57.44
xor gates and xnor gates	13.24
buffers and inverters	1.892
adders and majority gates	3.153
AOI/OAI and AO/OA	8.251
muxes	1.471
cells in the mapped netlist:
master    number  area share [%]
dfrtp_1       32              34
nor2_1        25             3.9
xor2_1        24             8.8
edfxtp_1      18              23
nand2_1       12             1.9
xnor2_1       12             4.4
a21oi_1        6             1.3
a222oi_1       6             2.5
ha_1           6             3.2
inv_1          6            0.95
clkbuf_1       4            0.63
nand3_1        4            0.84
o21ai_0        4            0.84
o31ai_1        4             1.3
and3_1         3            0.79
nand4_1        3            0.79
nor3_1         3            0.63
a21o_1         2            0.63
mux2i_1        2            0.84
nor4_1         2            0.53
o311ai_0       2            0.74
a311oi_1       1            0.37
a31oi_1        1            0.26
and2_1         1            0.26
and4_1         1            0.37
and4_4         1            0.47
buf_4          1            0.32
dfstp_2        1             1.1
mux2_4         1            0.63
nand2b_1       1            0.26
nand3_2        1            0.42
nand4_4        1            0.89
nor2b_1        1            0.26
nor3b_1        1            0.32
nor4_4         1            0.89
nor4bb_1       1            0.42
o311ai_1       1            0.37
or3_1          1            0.26
or3_2          1            0.32
layout make-up:
type | count | area share [%]
clock buffer | 11 | 4.503
tap | 52 | 2.296
inverter | 6 | 0.7947
clock inverter | 1 | 0.1766
multi-input combinational | 136 | 34.17
sequential | 51 | 48.26
timing repair buffer | 28 | 9.801
final timing paths:
check / from / to / slack (ps) / cells after the start
setup reg to reg: serdes_counter[0]$_DFF_PN0_ / apix_data$_DFFE_PN0P_ / 1450 / 7
setup / recovery: clk / apix_clk / 530 / 3
hold reg to reg: crc[6]$_DFFE_PN0P_ / crc[6]$_DFFE_PN0P_ / 470 / 1
min in group asynchronous: rst_n / line_counter[13]$_DFFE_PN0P_ / 830 / 2
hold / removal: crc[6]$_DFFE_PN0P_ / crc[6]$_DFFE_PN0P_ / 470 / 1
max in group asynchronous: rst_n / state[0]$_DFF_PN1_ / 2640 / 2
power by group through the flow:
| stage | sequential (uW) | combinational [uW] | clock (uW) |
|---|---|---|---|
| after global routing | 569 | 65.2 | 428 |
| final | 569 | 58.0 | 386 |
| after CTS | 569 | 59.1 | 399 |
critical path, cell delays in order:
cell	delay, ps
clkbuf_8	110
clkbuf_8	110
clkdlybuf4s50_1	390
metrics by stage:
step / instances / setup WS (ps) / utilization [%] / hold WS [ps] / power [uW]
2_1_floorplan: 198 / 1042 / - / 441.0 / 611.0
3_3_place_gp: 274 / 772.6 / 60.60 / 458.1 / 655.1
6_report: 285 / 532.1 / 63.34 / 467.7 / 1013
3_5_place_dp: 274 / 772.6 / 60.60 / 459.4 / 656.4
4_1_cts: 285 / 520.9 / 63.34 / 473.9 / 1027
5_1_grt: 285 / 517.8 / 63.34 / 486.2 / 1062
Power and IR drop assume default switching activity.
